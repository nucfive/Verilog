<file path="/design/flow/constraint.sdc">
current_design memory

set clk_period 1.8
set clk_io_pct 0.2

create_clock -name clk0 -period $clk_period [get_ports {i_sys_clk}]

set non_clock_inputs [all_inputs -no_clocks]
set_input_delay [expr $clk_period * $clk_io_pct] -clock clk0 $non_clock_inputs
set_output_delay [expr $clk_period * $clk_io_pct] -clock clk0 [all_outputs]
</file>
<file path="/design/flow/design.v">
module memory (
     input              i_sys_clk
    ,input              i_rst_n
    ,input              i_wr
    ,input              i_rd
    ,input      [3:0]   i_wr_addr
    ,input      [3:0]   i_wr_data
    ,input      [3:0]   i_rd_addr
    ,output     [7:0]   o_rd_data
);
    reg [7:0] regsiter [3:0];
    reg [7:0] data;
    always @ (posedge i_sys_clk) begin
        if(!i_rst_n)
            data <= 4'd0;
        else if(i_rd) 
            data <= regsiter[i_rd_addr];
        else 
            data <= data;
    end
    assign o_rd_data = data;
    genvar i;
    generate for (i  = 0; i < 4; i = i + 1) begin : FOR
        always @ (posedge i_sys_clk) begin
            if(!i_rst_n) begin 
                regsiter[i] <= i; 
            end else if(i_wr)
                regsiter[i_wr_addr] <= i_wr_data;
            else 
                regsiter[i_wr_addr] <= regsiter[i_wr_addr];
        end
    end
    endgenerate
endmodule 
</file>
<file path="/design/flow/config.mk">
export PLATFORM = sky130hd
export DESIGN_NAME = memory
export DESIGN_NICKNAME = memory
export VERILOG_FILES = /design/flow/design.v
export SDC_FILE = /design/flow/constraint.sdc
export NUM_CORES = 4
export LEC_CHECK = 1
export CORE_UTILIZATION = 50
</file>
<file path="/design/flow/run.sh">
#!/bin/bash
# OpenROAD 26Q1-2900-gdf79404cd8, Yosys 0.63+post, stock flow scripts
make -C /OpenROAD-flow-scripts/flow DESIGN_CONFIG=/design/flow/config.mk WORK_HOME=/design/flow/orfs finish
</file>
==> flow_metrics.py <==
# Metrics from the implementation run
metrics = {
    "timing": {
        "finalSetupViolations": 0,
        "setup_tns_ps": 0,
        "rsz0062_at_grt": "false",
        "slew_headroom": 0.7518,
        "period_used_share": 0.9261,
        "clock_skew_ps": 4.416,
        "hold_violations": 0,
        "timing.fmax_mhz": 599.9,
        "fin_ws_ps": 133.0,
        "period_needed_ps": 1667,
        "worstMarginPinSlew_ps": 371.5,
        "slew_viol_final": 0,
    },
    "synthesis": {
        "ys_types": 27,
        "yosysTopAreaCellShare": 0.4755,
        "ys_warn_count": 1,
        "yosys_cells": 146,
        "ys_sh_aoi": 0.05139,
        "area_leaders": "edfxtp_1, mux4_2, dfxtp_1",
        "synth_area_leader_cell": "edfxtp_1",
        "yosysChipArea_um2": 2021,
        "yosys.cell_count.top_type": "edfxtp_1",
        "fa_ha_area_frac": 0,
        "avgSynthCellArea_um2": 13.84,
        "netlist_area_um2": 2021,
        "common_cells": "edfxtp_1, nand2_1, and2_1, mux4_2, nand3b_1",
        "ys_ff": 40,
        "synth-edff-count": 32,
        "simple_gate_area_frac": 0.1913,
        "synthCells": 146,
        "ys_async_sr_fraction": 0,
        "ys_top_logic_family": "simple AND/OR/NAND/NOR gates",
        "ys_seq_frac": 0.5548,
        "mux_share": 0.1802,
        "ff_type": "edfxtp_1",
        "xor_share": 0,
    },
    "worst_setup_path": {
        "reg2reg_from": "regsiter[3][1]",
        "r2r_cells": 3,
        "start_kind": "input port",
        "crit_type": "in2reg",
        "reg2reg_slack_ps": 390,
        "cp.arrival_ps": 1830,
        "path_max_fanout": 8,
        "required_ps": 1960,
        "crit_path_end_kind": "register",
        "r2r_end": "regsiter[2][1]",
    },
    "power": {
        "ir_drop_v": 0.0005800,
        "p_leak_uw": 0.0009656,
        "power_density_nw_per_um2": 784.2,
    },
    "grt": {
        "grt-ovfl-total": 0,
        "track_usage": 0.2334,
        "grt_pass1_wl_mm": 6.748,
        "grt_start_max_net_pins": 14,
        "antenna_found_initial": 0,
        "grt_pass1_vias": 1376,
    },
    "run": {
        "drv_cap": 0,
        "warning_count": 30,
    },
    "clocking": {
        "cts_made_buffers": 5,
        "cts_htree_levels": 2,
        "clock_path_buffers": 2,
        "clkSinkCount": 40,
        "path_clk_slew_ps": 70,
        "root_buffer": "clkbuf_8",
        "tritoncts": "built",
        "clock_latency_ps": 290,
    },
    "place": {
        "place_congestion": 0.9106,
        "portBuffers": 19,
        "pre_cts_ws_ps": -263.2,
        "hpwl_mm": 2.955,
    },
    "detailed_routing": {
        "vias": 1331,
        "avgViaCountPerCell": 5.616,
        "n_antenna_cell": 0,
        "drcViolationCount": 0,
        "drt_wl_total_mm": 4.040,
        "drtIter0Drc": 61,
        "ant_nets": 0,
        "avgRoutedWirePerCell_um": 17.05,
        "dr.pass1.iters": 4,
    },
    "die": {
        "dieArea_um2": 4299,
        "rows": 22,
        "die_w_um": 65.57,
        "initCoreUtil": 0.5358,
        "core_area_um2": 3771,
        "die_y_um": 65.57,
        "io-pin-count": 24,
    },
    "layout": {
        "logic_area_um2": 854.6,
        "fill_cells": 252,
        "ff_latch_area_um2": 1121,
        "drive_above_1_share": 0.2963,
        "area_growth_pct": 25.26,
    },
    "worst_hold_path": {
        "min_to": "data[1]",
        "min_from": "data[1]",
        "holdPathStages": 2,
        "hp-class": "reg2reg",
    },
    "outcome": {
        "status": "completed",
    },
}
==> metrics by stage <==
stage | std cells | hold slack [ps] | power, uW | cell area [um^2] | util
detailed placement | 229 | 458.2 | 1398 | 2435 | 0.6457
CTS | 237 | 472.1 | 1999 | 2525 | 0.6695
global route | 237 | 490.7 | 2075 | 2531 | 0.6712
floorplan | 146 | 430.3 | 1255 | 2021 | -
global placement | 229 | 456.5 | 1389 | 2435 | 0.6457
finish | 237 | 469.5 | 1985 | 2531 | 0.6712
==> routing by layer <==
metal	vias to the layer above	wire, um	global-route usage
li1	635	-	-
met1	639	1886	0.3839
met2	49	1790	0.3363
met3	8	291	0.08979
met4	0	71	0.02989
met5	-	0	0
==> timing repair <==
| action | 4_1_cts | 5_1_grt |
|---|---|---|
| gates resized | 0 | 2 |
| buffers inserted | 0 | 0 |
| hold endpoints to repair | 0 | 0 |
| endpoints found under the setup margin | 0 | 6 |
| hold buffers | 0 | 0 |
==> cell families (layout without fill, tap and decap cells) <==
family | after synthesis | after routing
buffers and inverters | 9 | 52
and+or+nand+nor | 65 | 65
DFF | 40 | 40
AOI/OAI and AO/OA | 12 | 12
muxes | 20 | 20
==> registers in the layout (all words and copies together), names as in the netlist <==
register  cells
data          8
regsiter     32
==> area by class of cell <==
| type | instances | area share |
|---|---|---|
| well taps | 48 | 0.02373 |
| flip-flops and latches | 40 | 0.4429 |
| multi-input cells | 97 | 0.3376 |
| repair buffers | 43 | 0.1587 |
| inverters | 1 | 0.001483 |
| clock buffers | 8 | 0.03559 |
==> placed cells by master, fill, tap and decap left out, types with 2 or more instances in the layout <==
cell type / instances
mux4_2: 12
nor3b_1: 2
edfxtp_1: 32
and2_1: 13
dfxtp_1: 8
buf_4: 21
a21oi_1: 7
a22oi_2: 3
buf_12: 2
nand2_1: 22
mux2_2: 7
nor2b_1: 4
clkbuf_8: 6
nand3_1: 4
nand3b_1: 12
clkdlybuf4s50_1: 18
clkbuf_1: 2
==> worst max path at each step <==
stage,slack (ps),start,end
4_1_cts,40,i_wr_addr[0],regsiter[3][2]
5_1_grt,4,i_rst_n,regsiter[2][7]
6_report,130,i_rst_n,regsiter[1][7]
==> worst max-delay path, stage by stage <==
cell and delay, ps:
clkdlybuf4s50_1 620, buf_4 200, nand2b_1 110, nor3b_1 360
and2_1 180
==> power breakdown <==
group / total, uW / switching (uW) / internal [uW] / leakage, uW
clock network: 607 / 294 / 312 / 0.0000455
registers: 1090 / 29.6 / 1060 / 0.000393
logic: 291 / 120 / 170 / 0.000527
total: 1980 / 445 / 1540 / 0.000966
Power figures rest on the tool's default switching activity, not on a simulated workload.
