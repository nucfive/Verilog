File: design/flow/run.sh
#!/bin/bash
# OpenROAD 26Q1-2900-gdf79404cd8, Yosys 0.63+post, stock flow scripts
make -C /OpenROAD-flow-scripts/flow DESIGN_CONFIG=/design/flow/config.mk WORK_HOME=/design/flow/orfs finish
File: design/flow/design.v
module ram_top # (
     parameter DEPTH = 32
    ,parameter WIDTH = 32
) (
     input              i_sys_clk
    ,input              i_rst_n
    ,input              i_wr
    ,input  [DEPTH-1:0] i_wr_addr
    ,input  [WIDTH-1:0] i_wr_data
    ,input              i_rd
    ,input  [DEPTH-1:0] i_rd_addr
    ,output [WIDTH-1:0] o_rd_data
);
    reg [WIDTH-1:0] mem [DEPTH-1:0];
    reg [WIDTH-1:0] rd_data;
    always @ (posedge i_sys_clk) begin
        if (i_wr)
            mem[i_wr_addr] <= i_wr_data;
        else 
            mem[i_wr_addr] <= mem[i_wr_addr];
    end
    always @ (posedge i_sys_clk) begin 
        if (! i_rst_n)
            rd_data <= 0;
        else if (i_rd)
            rd_data <= mem[i_rd_addr];
        else 
            rd_data <= rd_data;
    end
    assign o_rd_data = rd_data;
endmodule 
File: design/flow/constraint.sdc
current_design ram_top

set clk_period 5.4
set clk_io_pct 0.2

create_clock -name clk0 -period $clk_period [get_ports {i_sys_clk}]

set non_clock_inputs [all_inputs -no_clocks]
set_input_delay [expr $clk_period * $clk_io_pct] -clock clk0 $non_clock_inputs
set_output_delay [expr $clk_period * $clk_io_pct] -clock clk0 [all_outputs]
File: design/flow/config.mk
export PLATFORM = sky130hd
export DESIGN_NAME = ram_top
export DESIGN_NICKNAME = ram_top
export VERILOG_FILES = /design/flow/design.v
export SDC_FILE = /design/flow/constraint.sdc
export NUM_CORES = 4
export LEC_CHECK = 1
export CORE_UTILIZATION = 30
==> ci_impl_report.md <==
### Metrics collected by this job

| Metric | Value |
|---|---|
| Avg Cell Area, Syn | 18.2 um^2 |
| Top-area cell share | 0.755 |
| Hold depth | 2 |
| Avg WL per Cell | 23.0 um |
| Largest net degree at the start of global routing | 75 |
| Critical path, cell by cell | clkdlybuf4s50_1 > and2_4 > buf_4 > a22oi_1 > a21oi_1 > or4_1 > a21oi_1 |
| Detailed-route via count | 20.8k |
| OpenROAD warnings | 80 |
| Fin Clk Skew | between 20 and 25 ps |
| Tally of yosys warning messages | 1 |
| Least-Margin Pin Slew | roughly 1000 ps |
| Cts hold-fix bufs | 0 |
| TritonCTS clock tree | yes |
| Relative slew slack | 0.331 |
| Crit-path slowest cell | and2_4 |
| RSZ-0062 raised after global routing | no |
| Final hold vios | 0 |
| CP Depth | 7 |
| Final ANT Viol Nets | 0 |
| Min cycle time layout | 3310 ps |
| Drt drc | 0 |
| Placement Cell Area | 44200 um^2 |
| Delay-heaviest family, CP | buffers and inverters |
| Static leakage | ~16 nW |
| Layout cells sized above 1 | 0.123 |
| Vias in the first global route | 21.4k |
| CP startpoint kind | input port |
| Post-CTS resize count | 0 |
| First-pass GRT wire length | 142000 um |
| Top cell excl fill/tap | edfxtp_1 |
| Router iterations before antenna repair | 7 |
| Slew Viols, Final | 0 |
| Longest Clk Path Bufs | 3 |
| 1st-iter DRT viols | 1200 |
| GRT Util Overall | 0.152 |
| Max IR drop VDD | between 0.2 and 0.3 mV |
| Num Clock Sinks | between 1k and 1.5k |
| Mapped Area | 40700 um^2 |
| CP endpoint kind | flop |
| Drt total wl | 97500 um |
| Fmax | a little over 300 MHz |
| Max-Cap Viols | 0 |
| Cell Type Count | 23 |
| P per Cell Area | 352 nW/um^2 |
| Critical path buffers and inverters | 2 |
| CTS root buf | clkbuf_16 |
| Flop area | 31400 um^2 |
| Clock transition at path regs | 60 ps |
| Worst EP arrival | about 3800 ps |
| Comb. cell area | a little under 9000 um^2 |
| CTS Buf Count | 98 |
| Rows | between 100 and 150 |
| Total grt overflow | 0 |
| Clock H-tree levels | 3 |
| R2R setup slack | about 3600 ps |
| Initial antenna violation count | 1 |
| Die x size | 371 um |
| Most frequent cells in the layout | edfxtp_1, mux2i_1, a22oi_1 |
| Clk ins delay skew pair | around 670 ps |
| Core Area | ~130000 um^2 |
| Area Overhead vs Synth | 16.2% |
| Die H | 371 um |
| Vias per inst | 4.90 |
| Synth Seq Share | 0.770 |
| Setup CP Type | in -> reg |
| Top cells, area | edfxtp_1, mux2i_1, a22oi_1 |
| I/O pins | 132 |
| Crit path top cell by count | a21oi_1 |
| Cell taking the most area after synthesis | edfxtp_1 |
| Setup_tns | 0 ps |
| Final Util | 0.353 |
| IO Port Bufs | roughly 77 |
| Die area | about 140000 um^2 |
| # Cells Yosys | 2238 |
| Postcts setup bufs | 0 |
| FP Core Util | 0.304 |
| Global placement routability congestion | about 0.83 |
| Ys flops | roughly 1.1k |
| Final setup viols | 0 |
| CP required | 5910 ps |
| Hold WC Path Type | reg -> reg |
| Post-route clock period utilization | 0.613 |
| Largest stage delay on the critical path | ~690 ps |
| Fin area | 47300 um^2 |
| Fill cells | 12.4k |
| Total Power | ~17 mW |
| R2R depth | 5 |
| Status | finished, final reports clean |
| Mapped Cells | 2238 |
| Final HPWL DP | 56300 um |
| Post-synth area from yosys stat | around 41000 um^2 |
| Largest fanout on the critical path | 44 |
[kinds of logic after synthesis]
| kind of cell | Yosys count | share of synthesized area |
|---|---|---|
| flops | 1056 | 0.770 |
| mux | 512 | 0.126 |
| compound gates | 448 | 0.0707 |
| buf+inv | 137 | 0.0210 |
| simple gates | 85 | 0.0121 |
[flip-flops by register name (all words and copies together) (netlist names)]
register and count:
mem 1024, rd_data 32
[cell type report]
type / instances / share of cell area
diodes: 1 / 0.0000529
clock buffers: 120 / 0.0552
clock inverters: 55 / 0.0103
multi-input cells: 1045 / 0.185
flip-flops and latches: 1056 / 0.663
well taps: 1768 / 0.0467
repair buffers: 194 / 0.0395
[through the flow]
| stage | cells | setup WS, ps | hold slack (ps) |
|---|---|---|---|
| finish | 4239 | 2090 | 525 |
| global route | 4238 | 1950 | 555 |
| CTS | 4238 | 2140 | 531 |
| detailed placement | 4063 | 1440 | 513 |
| global placement | 4063 | 1440 | 510 |
| floorplan | 2238 | 1890 | 467 |
[Yosys cell counts]
library cell	instances
buf_1	9
clkbuf_1	71
a21oi_1	160
buf_6	31
o21ai_0	32
buf_12	1
or3b_2	3
or2_2	1
clkbuf_4	3
edfxtp_1	1024
nand2_1	2
a22oi_1	256
nand3b_1	5
mux2i_1	512
and2_1	1
dfxtp_1	32
nand3_1	2
or3_1	1
nor2_1	34
nand2b_1	2
nor2b_1	2
or4_1	32
buf_4	22
[tightest hold or removal path: cells and delay by family (launching register included)]
| family | cells | cell delay (ps) |
|---|---|---|
| AOI/OAI and AO/OA | 2 | 170 |
| DFF | 1 | 320 |
[layer usage]
| metal | GRT usage | part of all wire |
|---|---|---|
| met3 | 0.123 | 0.17 |
| met1 | 0.187 | 0.37 |
| met2 | 0.217 | 0.44 |
| met5 | 0.00210 | 0 |
| met4 | 0.0230 | 0.016 |
[final timing paths]
path	startpoint	end
setup / recovery	i_rd_addr[2]	rd_data[14]
hold / removal	rd_data[11]	rd_data[11]
setup reg to reg	mem[25][16]	rd_data[16]
hold reg to reg	rd_data[11]	rd_data[11]
[report_power, final]
part,total (mW),internal [mW],switching [mW]
clock,6.63,3.73,2.90
combinational,0.906,0.328,0.578
sequential,9.13,9.10,0.0319
Power and IR drop assume default switching activity.
